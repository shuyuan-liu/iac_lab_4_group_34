**design/flow/design.v**
```verilog
module adder (
    input logic [31:0] in0,
    input logic [31:0] in1,
    output logic [31:0] out
);
assign out = in0+in1;
endmodule
module alu #(
    parameter DATA_WIDTH = 32
)(
    input  logic[2:0]            ctrl,
    input  logic[DATA_WIDTH-1:0] op1, op2,
    output logic[DATA_WIDTH-1:0] out,
    output logic                 zero
);
always_comb begin
    case(ctrl)
        0: out = op1 + op2;
        1: out = op1 - op2;
        2: out = op1 & op2;
        3: out = op1 | op2;
        4: out = op1 ^ op2;
        5: out = op1 << op2;
        6: out = op1 >> op2;
        7: out = op1;  
    endcase
end
assign zero = (out == 0);
endmodule
module execute #(
    parameter ADDR_WIDTH = 5,
              DATA_WIDTH = 32
)(
    input logic JumpE,
    input logic BranchE,
    input logic [2:0] ALUControlE,
    input logic ALUSrcE,
    input logic [DATA_WIDTH-1:0] Rd1E,
    input logic [DATA_WIDTH-1:0] Rd2E,
    input logic [DATA_WIDTH-1:0] PCE,
    input logic [DATA_WIDTH-1:0] ImmExtE,
    output logic PCSrcE,
    output logic [DATA_WIDTH-1:0] ALUResultE,
    output logic [DATA_WIDTH-1:0] WriteDataE,
    output logic [DATA_WIDTH-1:0] PCTargetE,
    input logic JalSrcE
);
logic ZeroE;
logic [DATA_WIDTH-1:0] SrcBE;
logic [DATA_WIDTH-1:0] PCAdderResult;
assign PCSrcE = JumpE | (BranchE & ZeroE);
alu ALU(
    .ctrl(ALUControlE),
    .op1(Rd1E),
    .op2(SrcBE),
    .out(ALUResultE),
    .zero(ZeroE)
);
mux_2 ALU_mux_B(
    .sel(ALUSrcE),
    .in0(Rd2E),
    .in1(ImmExtE),
    .out(SrcBE)
);
assign WriteDataE = Rd2E;
adder PCTarget_adder(
    .in0(PCE),
    .in1(ImmExtE),
    .out(PCAdderResult)
);
mux_2 Jal_mux(
    .sel(JalSrcE),
    .in0(ALUResultE),
    .in1(PCAdderResult),
    .out(PCTargetE)
);
endmodule
module mux_2 #(
    parameter VALUE_WIDTH = 32
)(
    input  logic                  sel,
    input  logic[VALUE_WIDTH-1:0] in0,
    input  logic[VALUE_WIDTH-1:0] in1,
    output logic[VALUE_WIDTH-1:0] out
);
assign out = sel ? in1 : in0;
endmodule
```
**design/flow/run.sh**
```bash
#!/bin/bash
# OpenROAD 26Q1-2900-gdf79404cd8, Yosys 0.63+post, stock flow scripts
make -C /OpenROAD-flow-scripts/flow DESIGN_CONFIG=/design/flow/config.mk WORK_HOME=/design/flow/orfs finish
```
**design/flow/config.mk**
```make
export PLATFORM = sky130hd
export DESIGN_NAME = execute
export DESIGN_NICKNAME = execute
export VERILOG_FILES = /design/flow/design.v
export SDC_FILE = /design/flow/constraint.sdc
export NUM_CORES = 4
export LEC_CHECK = 1
export CORE_UTILIZATION = 50
```
**design/flow/constraint.sdc**
```tcl
current_design execute

set clk_period 18.3
set clk_io_pct 0.2

create_clock -name clk0 -period $clk_period

set non_clock_inputs [all_inputs -no_clocks]
set_input_delay [expr $clk_period * $clk_io_pct] -clock clk0 $non_clock_inputs
set_output_delay [expr $clk_period * $clk_io_pct] -clock clk0 [all_outputs]
```
==> impl_metrics.env <==
# yosys + openroad results
export IMPL_report_final_slew_viol_count=0
export IMPL_syn_to_final_growth_pct=21.4
export IMPL_post_cts_buffers=0
export IMPL_grt_busiest_layer="met2"
export IMPL_synthCells=1505
export IMPL_cts_resized=0
export IMPL_port_buffer_count=232
export IMPL_use_met3_pct=11.7
export IMPL_firstDrtPassIters=7
export IMPL_layout_drive_gt1_share_pct=7.20
export IMPL_coreArea_mm2=0.0210
export IMPL_path_common_cell="a21oi_1"
export IMPL_critPathBufInv=5
export IMPL_setup_viol=0
export IMPL_hold_path_class="input port to primary output"
export IMPL_post_drt_wl_per_cell_um=25.0
export IMPL_crit_path_start_kind="input port"
export IMPL_worstPathArrival_ps=10680
export IMPL_hold_viol_final=0
export IMPL_hpwlAfterDp_um=38100
export IMPL_die_w_um=148
export IMPL_path_class="input port to primary output"
export IMPL_post_synth_main_area_contributors="ha_1 15%, mux2i_1 9.3%, mux4_2 7.6%"
export IMPL_required_ps=14640
export IMPL_status="complete, no violations"
export IMPL_cts_hold_buf=0
export IMPL_rsz0062_at_grt="false"
export IMPL_ys_types=85
export IMPL_antenna_found_initial=2
export IMPL_ys_warnings_count=1
export IMPL_drtIter0Drc=1479
export IMPL_path_delay_family="simple AND/OR/NAND/NOR gates"
export IMPL_tns_ps=0
export IMPL_yosys_stat_area_mm2=0.0107
export IMPL_pin_count=232
export IMPL_powerDensity_mw_per_mm2=40.2
export IMPL_worst_path_max_delay_cell="buf_4"
export IMPL_worst_path_max_fanout=57
export IMPL_endpoint_kind="primary output"
export IMPL_swShare_pct=55.4
export IMPL_avgViaCountPerCell=6.80
export IMPL_timing_fmax_ghz=0.0697
export IMPL_num_fill_cells=1941
export IMPL_gr_usage_met1_pct=58.4
export IMPL_tightest_slew_ps=882
export IMPL_post_route_drc_count=0
export IMPL_intPower_w=0.000233
export IMPL_via_count=13100
export IMPL_top_cell_area_share_pct=14.8
export IMPL_seq_cells=0
export IMPL_ys_cells=1505
export IMPL_regArea_um2=0
export IMPL_leakage_nw=5.41
export IMPL_grt_first_pass_wirelength_um=72300
export IMPL_fp_dieH_um=148
export IMPL_fin_crit_ps=14340
export IMPL_cpPeakStageDelay_ps=600
export IMPL_antenna_left=0
export IMPL_grt_usage_pct=43.9
export IMPL_period_used_pct=78.4
export IMPL_relSlewSlack_pct=41.0
export IMPL_max_vdd_ir_drop_mv=0.0409
export IMPL_grt_max_degree=59
export IMPL_drv_cap=0
export IMPL_avgSynthCellArea_um2=7.11
export IMPL_finalWirelength_um=48300
export IMPL_die_area_mm2=0.0220
export IMPL_grt_pass1_vias=12200
export IMPL_fp_row_count=53
export IMPL_yosys_area_top_type="ha_1"
export IMPL_nClkBuffers=0
export IMPL_warnings=66
export IMPL_p_switching_w=0.000289
export IMPL_core_util_floorplan_pct=50.9
export IMPL_syn_area_mm2=0.0107
export IMPL_finalCoreUtilization_pct=61.8
export IMPL_finalWeightedCongestion=1.09
export IMPL_grt_overflow_total=0
export IMPL_use_met2_pct=66.4
export IMPL_yosysSeqAreaShare_pct=0
final timing paths:
| check | startpoint | depth (start not counted) | end | slack, ps |
|---|---|---|---|---|
| worst max-delay path | ALUSrcE | 25 | PCSrcE | 3960 |
| worst min-delay path | Rd2E[21] | 2 | WriteDataE[21] | 8170 |
cell usage in the layout (no fill, tap or decap), types with 12 or more instances in the layout:
cell             netlist  layout
a211oi_1              12      12
a21o_1                16      16
a21oi_1              140     140
a221oi_1              14      14
a222oi_1              16      16
a22o_1                12      12
a22oi_1               17      17
a31oi_1               20      20
buf_4                 41      35
clkdlybuf4s50_1        0     230
ha_1                 127     127
inv_1                 88      88
mux2_2                12      12
mux2i_1               99      97
mux4_2                36      36
nand2_1              163     163
nand2b_1              22      22
nand3_1               25      25
nor2_1               111     109
nor3_1                28      28
o21ai_0               92      92
o221ai_1              15      15
o22ai_1               22      22
xnor2_1               61      61
xor2_1                20      20
metrics by stage:
| step | instances | hold slack (ps) | setup slack, ps | cell area [um^2] | total power (W) |
|---|---|---|---|---|---|
| after global routing | 1927 | 8200 | 3620 | 13000 | 0.000557 |
| after detailed placement | 1927 | 8170 | 4150 | 13000 | 0.000504 |
| final | 1929 | 8170 | 3960 | 13000 | 0.000522 |
| after global placement | 1927 | 8170 | 4260 | 13000 | 0.000504 |
| after floorplan | 1505 | 7360 | 6000 | 10700 | 0.000301 |
| after CTS | 1927 | 8180 | 4130 | 13000 | 0.000507 |
metal layers:
metal | wire length, um | vias to the layer above
li1 | - | 5943
met3 | 5880 | 193
met4 | 2740 | 0
met2 | 21000 | 881
met1 | 18700 | 6093
met5 | 0 | -
kinds of logic after synthesis:
logic type	after synthesis	share of synthesized area [%]
compound gates	483	30.0
simple gates	447	19.9
buf+inv	214	9.46
mux	151	18.8
fa+ha+maj	129	15.2
xor+xnor	81	6.63
Yosys cell counts, drive strengths merged, types with 9 or more instances:
cell type / n
nand2: 163
a21oi: 140
ha: 127
nor2: 114
mux2i: 103
inv: 93
o21ai: 93
buf: 68
xnor2: 61
clkbuf: 52
mux4: 36
nor3: 29
nand3: 25
nand2b: 22
o22ai: 22
a31oi: 20
xor2: 20
a22oi: 17
a21o: 16
a222oi: 16
a221oi: 15
o221ai: 15
a211oi: 12
a22o: 12
mux2: 12
nand4: 12
o31ai: 12
o211ai: 11
o21a: 11
or3: 11
and2: 10
nor2b: 10
nor4: 10
o21bai: 10
and3: 9
layout make-up:
cell class,instances,area (um^2),area share [%]
Multi-Input combinational cell,1291,9710,74.8
Timing Repair Buffer,267,2570,19.8
Inverter,94,355,2.73
Tap cell,275,344,2.65
Antenna cell,2,5.00,0.0385
power groups by stage:
stage	combinational, W	clock (W)	sequential, W
CTS	0.000507	0	0
global route	0.000557	0	0
Power and IR drop assume default switching activity.
