$ cat flow/design.v
module mux_3 #(
    parameter VALUE_WIDTH = 32
)(
    input  logic[1:0]             sel,
    input  logic[VALUE_WIDTH-1:0] in0,
    input  logic[VALUE_WIDTH-1:0] in1,
    input  logic[VALUE_WIDTH-1:0] in2,
    output logic[VALUE_WIDTH-1:0] out
);
always_comb begin
    case (sel)
        0: out = in0;
        1: out = in1;
        2: out = in2;
        default: out = 0;
    endcase
end
endmodule
module writeback#(
    parameter ADDR_WIDTH = 5,
              DATA_WIDTH = 32
)(
    input logic [1:0] ResultSrcW,
    input logic [DATA_WIDTH-1:0] ALUResultW,
    input logic [DATA_WIDTH-1:0] ReadDataW,
    input logic [DATA_WIDTH-1:0] PCPlus4W,
    output logic [DATA_WIDTH-1:0] ResultW
);
mux_3 Writeback_mux(
    .sel(ResultSrcW),
    .in0(ALUResultW),
    .in1(ReadDataW),
    .in2(PCPlus4W),
    .out(ResultW)
);
endmodule
$ cat flow/run.sh
#!/bin/bash
# OpenROAD 26Q1-2900-gdf79404cd8, Yosys 0.63+post, stock flow scripts
make -C /OpenROAD-flow-scripts/flow DESIGN_CONFIG=/design/flow/config.mk WORK_HOME=/design/flow/orfs finish
$ cat flow/config.mk
export PLATFORM = sky130hd
export DESIGN_NAME = writeback
export DESIGN_NICKNAME = writeback
export VERILOG_FILES = /design/flow/design.v
export SDC_FILE = /design/flow/constraint.sdc
export NUM_CORES = 4
export LEC_CHECK = 1
export CORE_AREA = 10 10 76 76
export DIE_AREA = 0 0 86 86
$ cat flow/constraint.sdc
current_design writeback

set clk_period 3.4
set clk_io_pct 0.2

create_clock -name clk0 -period $clk_period

set non_clock_inputs [all_inputs -no_clocks]
set_input_delay [expr $clk_period * $clk_io_pct] -clock clk0 $non_clock_inputs
set_output_delay [expr $clk_period * $clk_io_pct] -clock clk0 [all_outputs]
==> flow_metrics.rpt <==
IMPLEMENTATION SUMMARY REPORT
----------------------------------------------------
[Run status]
  Result of the run ........................ finished clean

[STA]
  Hold Vio Cnt, Final ........................ 0
  Final Max Slew Viols ........................ 0
  Tcrit/Tclk final ........................ 89.9%
  TNS Setup ........................ 0 ns
  Worst-Margin Slew ........................ 0.395 ns
  Post-route setup slack ........................ 0.345 ns
  Worst relative slew slack ........................ 73.7%
  Setup repair after global routing missed its margin ........................ no
  Maximum clock frequency ........................ 0.327 GHz
  Final critical path time including I/O delays and setup ........................ 3.05 ns
  Number of failing setup endpoints in the final timing report ........................ 0

[Finish]
  Final-layout clock buffer total ........................ 0
  Fraction of layout instances using a drive strength above 1 ........................ 8.04%
  Register Area ........................ 0 um2
  Number of fill cells in the layout ........................ 380
  Area growth from synthesis to layout ........................ 164%
  Number of flip-flops and latches ........................ 0
  Area of the multi-input gates ........................ 677 um2

[Placed design]
  Final weighted congestion of routability-driven global placement ........................ 0.770
  Setup Slack @ Placement ........................ 0.326 ns
  HPWL Detailed ........................ 3980 um
  Number of port buffers ........................ 130

[Yosys]
  Top-area cell share ........................ 40.7%
  Proportion of synthesized chip area in sequential cells ........................ 0%
  Area of the synthesized netlist per yosys stat ........................ 787 um2
  Tally of unique sky130hd cells used after synthesis ........................ 8
  Ys cells ........................ 77
  Count of yosys warnings during synthesis ........................ 1
  Cell area after technology mapping ........................ 787 um2
  Avg Synthesized Cell Area ........................ 10.2 um2
  Library cell with the largest summed area after synthesis ........................ sky130_fd_sc_hd__mux2i_1
  Post-Synthesis Cells ........................ 77
  Top cells by area in the synthesized netlist ........................ sky130_fd_sc_hd__mux2i_1, sky130_fd_sc_hd__o2bb2ai_1, sky130_fd_sc_hd__o2bb2ai_2

[Setup path]
  Data required time of the worst path ........................ 2.72 ns
  Setup Crit Path Kind ........................ input pin to output pin
  CP startpoint kind ........................ input pin
  Endpoint kind of the worst setup timing path ........................ output pin
  Worst-path fanout max ........................ 12
  WP data arrival ........................ 2.37 ns

[Die]
  Core box area ........................ 4120 um2
  # IOs ........................ 130
  Chip Footprint ........................ 7400 um2
  Std cell rows ........................ 23
  DIE HEIGHT ........................ 86 um
  Fraction of the core area occupied by cells at floorplan ........................ 19.1%
  Die outline width ........................ 86 um

[Flow run]
  Number of warnings the tools reported ........................ 32
  MaxCap Viol Count ........................ 0

[Power]
  IR drop worst, VDD ........................ 0.0767 mV
  Leak Pwr ........................ 0.795 nW
  PD cells ........................ 122 nW/um2

[Global route]
  Antenna violations before repair ........................ 0
  Overflow left after global routing ........................ 0
  Total global routing track utilization ........................ 10.9%
  Number of global-route vias before repair ........................ 1,186
  First-pass GRT wire length ........................ 6580 um
  Pin count of the biggest net entering global routing ........................ 33

[Clock tree]
  Gates resized, CTS repair ........................ 0
  Hold Buf Count CTS ........................ 0
  Number of setup buffers added after CTS ........................ 0

[Routing]
  Drc violations ........................ 0
  Routed WL per cell ........................ 18.2 um
  Wire length after detailed routing ........................ 4540 um
  ANT nets after route ........................ 0
  Count of vias placed by the detailed router ........................ 1,106
  Final antenna diode count ........................ 0
  Routed via count divided by cell count ........................ 4.44
  Number of DRC violations after detailed-routing iteration 0 ........................ 11
  1st-pass router iterations ........................ 2

[Hold path]
  Path category of the worst min-delay check ........................ input pin to output pin

----------------------------------------------------
stage by stage:
step                instances  utilization, %  power [mW]  instance area [um2]  hold WS, ns
finish                    249            50.5       0.254                 2080         2.13
global route              249            50.5       0.274                 2080         2.17
CTS                       249            50.5       0.259                 2080         2.13
detailed placement        249            50.5       0.258                 2080         2.13
global placement          249            50.5       0.256                 2080         2.14
floorplan                  77               -      0.0743                  787         1.42
synth_stat cells:
cell / instances
sky130_fd_sc_hd__mux2i_1: 32
sky130_fd_sc_hd__o2bb2ai_1: 22
sky130_fd_sc_hd__o2bb2ai_2: 10
sky130_fd_sc_hd__buf_6: 8
sky130_fd_sc_hd__clkbuf_1: 2
sky130_fd_sc_hd__buf_2: 1
sky130_fd_sc_hd__buf_4: 1
sky130_fd_sc_hd__nor2b_4: 1
power breakdown:
group	switching (mW)	total (mW)	internal, mW
sequential	0	0	0
clock	0	0	0
combinational	0.0656	0.254	0.188
total	0.0656	0.254	0.188
worst max-delay path, cell delays in order:
cell and delay [ns]:
sky130_fd_sc_hd__clkdlybuf4s50_1 0.47, sky130_fd_sc_hd__nor2b_4 0.32, sky130_fd_sc_hd__buf_4 0.26, sky130_fd_sc_hd__o2bb2ai_1 0.13, sky130_fd_sc_hd__clkdlybuf4s50_1 0.51
metal layers:
metal | share of wire, % | vias up | GRT usage [%]
met3 | 10 | 0 | 3.91
met1 | 37 | 479 | 11.7
met5 | 0 | - | 0
met4 | 0 | 0 | 0
met2 | 53 | 60 | 20.8
li1 | - | 567 | -
area by class of cell:
cell class	instances	area share [%]
multi-input combinational	65	32.6
tap	50	3.01
timing repair buffer	134	64.4
cells in the final DEF, fill, tap and decap left out, drive strengths merged:
master / n
mux2i: 32
buf: 5
nor2b: 1
clkdlybuf4s50: 129
o2bb2ai: 32
kinds of logic after synthesis:
kind of cell	synth area share, %
buf+inv	14.0
mux	40.7
compound gates	43.6
simple gates	1.75
path summary, 6_finish.rpt:
path | startpoint | endpoint | slack [ns] | cells past startpoint
worst max-delay path | ResultSrcW[1] | ResultW[14] | 0.35 | 5
worst min-delay path | ResultSrcW[0] | ResultW[21] | 2.13 | 4
Power is estimated from default activity; no workload was simulated.
