==> flow/design.v <==
module register_file #(
    parameter ADDR_WIDTH = 5,
              DATA_WIDTH = 32
)(
    input  logic                 clk,
    input  logic[ADDR_WIDTH-1:0] ad1,
    input  logic[ADDR_WIDTH-1:0] ad2,
    input  logic[ADDR_WIDTH-1:0] ad3,
    output logic[DATA_WIDTH-1:0] rd1,
    output logic[DATA_WIDTH-1:0] rd2,
    input  logic[DATA_WIDTH-1:0] wd3,
    input  logic                 we3,
    output logic[DATA_WIDTH-1:0] a0
);
logic[DATA_WIDTH-1:0] registers[2**ADDR_WIDTH-1:0];
always_comb begin
    rd1 = (ad1 == 0) ? 0 : registers[ad1];  
    rd2 = (ad2 == 0) ? 0 : registers[ad2];
    a0 = registers[10];                     
end
always_ff @(posedge clk) begin
    if(we3) registers[ad3] <= wd3;
end
endmodule
==> flow/run.sh <==
#!/bin/bash
# OpenROAD 26Q1-2900-gdf79404cd8, Yosys 0.63+post, stock flow scripts
make -C /OpenROAD-flow-scripts/flow DESIGN_CONFIG=/design/flow/config.mk WORK_HOME=/design/flow/orfs finish
==> flow/config.mk <==
export PLATFORM = sky130hd
export DESIGN_NAME = register_file
export DESIGN_NICKNAME = register_file
export VERILOG_FILES = /design/flow/design.v
export SDC_FILE = /design/flow/constraint.sdc
export NUM_CORES = 4
export LEC_CHECK = 1
export CORE_UTILIZATION = 30
==> flow/constraint.sdc <==
current_design register_file

set clk_period 7.4
set clk_io_pct 0.2

create_clock -name clk0 -period $clk_period [get_ports {clk}]

set non_clock_inputs [all_inputs -no_clocks]
set_input_delay [expr $clk_period * $clk_io_pct] -clock clk0 $non_clock_inputs
set_output_delay [expr $clk_period * $clk_io_pct] -clock clk0 [all_outputs]
==> CHANGELOG.md <==
### Implementation results

* Result of the run: completed
* Maximum Capacitance Violations at 0
* GRT Resource Usage Total at 0.217
* Placed cell areas at 51700 sq um
* Internal power consumption at 0.0100 W
* Row cnt at 144
* Post CTS Setup Buffer Count at 0
* Top register by number of flip-flops: registers
* Cell with the largest stage delay on the worst path: sky130_fd_sc_hd__clkdlybuf4s50_1
* Final Hold Vio Count at 0
* Yosys synthesis warning count at 1
* Cell type group with the largest total delay on the critical path: buffers and inverters
* Wire length of the first global-routing pass at 223000 microns
* Final worst-path cycle share at 0.928
* Sum of negative setup slack at 0 ps
* Final cell utilization of the core at 0.356
* GP Congestion at 0.948
* Number of nets still failing antenna checks after routing at 0
* Yosys Chip Area at 47000 sq um
* Count of instances resized after the clock tree is built at 0
* Mapped Cells at 2400
* Syn Area/Cell at 19.6 sq um
* Worst setup slack after layout at 536 ps
* CTS Sinks at 1024
* Number of global-route vias before repair at 29698
* Setup repair after global routing missed its margin: false
* Number of flip-flops in the largest register at 1024
* Number of max-slew violations in the final report at 0
* Required time worst endpoint at 5920 ps
* Slew at the pin closest to its max-slew limit at 1110 ps
* Largest registers: registers x1024
* Routed Wire Length at 159000 microns
* Power per cell area at 237 nW/um^2
* Combinational Power Share at 0.096
* Slew margin rel. at 0.239
* Number of buffers created by CTS at 108
* Final critical-path required period at 6860 ps
* Initial antenna violation count at 15
* Buffers added on ports at 144
* Leakage component of the power at 17.5 nW
* Maximum buffer depth of the clock tree at 3
* Init Core Util at 0.303
* Warning total across the stage logs at 26
* CP Cell Sequence: clkdlybuf4s50_1, and2_4, buf_4, a22o_1, a2111oi_0, nor3_1, buf_4, clkdlybuf4s50_1
* Startpoint-to-endpoint class of the critical path: in2out
* Floorplan die width at 398 microns
* Filler Cells Inserted at 14104
* #FFs+latches synth at 1024
* Clk Tree Root Cell: sky130_fd_sc_hd__clkbuf_16
* Number of H-tree levels at 3
* Power share of the sequential group at 0.497
* Number of violations reported at the end of detailed-routing iteration 0 at 1760
* Number of cell instances after yosys synthesis at 2400
* Synth-to-layout area growth at 17.4%
* Worst setup SP type: primary input
* Critical Path End Type: primary output
* Post-DR wirelength/cell at 33.4 microns
* Arrival time of the worst setup path at 5380 ps
* Chip Area at 158000 sq um
* Delay of the slowest cell on the worst path at 790 ps
* Net Switching at 0.00304 W
* Post-synthesis cell area at 47000 sq um
* Achievable frequency at 146 MHz
* Unique masters post-synth at 42
* Fraction of power spent switching nets at 0.233
* Number of vias per cell at 5.67
* Clock share of power at 0.407
* Floorplan Core Area at 155000 sq um
* Highest net fanout along the worst path at 35
* DRC violations left at 0
* Count of TritonRoute iterations in the first routing pass at 5
* Clock tree from TritonCTS: done
* Clock slew at reported path FFs at 60 ps
* Sequential fraction of the synthesis area at 0.655
* Hold buffer count at CTS at 0
* Largest net degree at the start of global routing at 73
* Minimum setup slack after placement at 773 ps
* Fin area at 55200 sq um
* Detail Placement HPWL at 103000 microns
* Worst hold-check path type: in2reg
* Share of cells above drive strength 1 at 0.300
* Routed via count at 27026
* Count of buffer and inverter cells on the critical path at 4
* Number of top-level pins at 145
* Largest vdd supply drop at 0.188 mV
* Total setup violations reported at the end of the flow at 0
* Die boundary height at 398 microns
* Grt total ovfl at 0
## power by group through the flow
stage	combinational [W]	sequential, W	clock (W)
final	0.00125	0.00649	0.00531
after CTS	0.00124	0.00648	0.00538
after global routing	0.00132	0.00649	0.00558
## path summary, 6_finish.rpt
check | start | end | slack (ps) | cells after the start
setup / recovery | ad2[3] | rd2[8] | 540 | 8
hold / removal | wd3[2] | registers[14][2] | 1620 | 2
## Yosys cell counts, drive strengths merged
| library cell | count | area share |
|---|---|---|
| nor4 | 9 | 0.0012 |
| o22a | 1 | 0.00019 |
| or3 | 2 | 0.00027 |
| a211oi | 47 | 0.0075 |
| a221o | 1 | 0.00021 |
| inv | 25 | 0.0020 |
| nand2 | 65 | 0.0052 |
| nand2b | 3 | 0.00040 |
| buf | 101 | 0.013 |
| a22o | 62 | 0.012 |
| edfxtp | 1024 | 0.65 |
| nand3 | 4 | 0.00043 |
| a211o | 23 | 0.0043 |
| and2 | 13 | 0.0017 |
| a21oi | 46 | 0.0049 |
| nor2 | 35 | 0.0028 |
| mux4 | 425 | 0.20 |
| o211ai | 1 | 0.00016 |
| nand3b | 7 | 0.0011 |
| and3 | 1 | 0.00013 |
| a221oi | 23 | 0.0043 |
| clkbuf | 100 | 0.0080 |
| mux2 | 24 | 0.0058 |
| and4 | 1 | 0.00019 |
| nor3 | 33 | 0.0036 |
| a2111oi | 31 | 0.0059 |
| or3b | 5 | 0.00093 |
| o22ai | 55 | 0.0073 |
| a21boi | 1 | 0.00016 |
| a32o | 9 | 0.0019 |
| nor2b | 8 | 0.0011 |
| nor4b | 1 | 0.00032 |
| o221ai | 31 | 0.0058 |
| mux2i | 183 | 0.039 |
## cell type report
class / count / area (sq um) / share of cell area
clock buffer: 132 / 2840 / 0.0514
sequential: 1024 / 30700 / 0.557
clock inverter: 69 / 598 / 0.0108
tap: 2044 / 2560 / 0.0464
antenna: 3 / 7.51 / 0.000136
multi-input combinational: 1150 / 15400 / 0.280
inverter: 25 / 98.8 / 0.00179
timing repair buffer: 317 / 2880 / 0.0522
## layout by cell type, fill, tap and decap left out, types with 3 or more instances in the layout
master and count:
sky130_fd_sc_hd__buf_4 159, sky130_fd_sc_hd__inv_6 7, sky130_fd_sc_hd__nand3_1 4, sky130_fd_sc_hd__or3b_2 4, sky130_fd_sc_hd__clkinv_2 22, sky130_fd_sc_hd__clkinv_4 5, sky130_fd_sc_hd__edfxtp_1 1024, sky130_fd_sc_hd__nor2b_1 5
sky130_fd_sc_hd__nor3_1 32, sky130_fd_sc_hd__mux4_2 425, sky130_fd_sc_hd__mux2_1 19, sky130_fd_sc_hd__a221oi_1 23, sky130_fd_sc_hd__buf_8 3, sky130_fd_sc_hd__mux2i_1 183, sky130_fd_sc_hd__nand2_1 64, sky130_fd_sc_hd__buf_12 11
sky130_fd_sc_hd__and2_1 12, sky130_fd_sc_hd__a32o_1 9, sky130_fd_sc_hd__inv_1 24, sky130_fd_sc_hd__a2111oi_1 9, sky130_fd_sc_hd__buf_2 4, sky130_fd_sc_hd__nor2_4 33, sky130_fd_sc_hd__a211oi_1 47, sky130_fd_sc_hd__clkinv_1 24
sky130_fd_sc_hd__a2111oi_0 22, sky130_fd_sc_hd__diode_2 3, sky130_fd_sc_hd__clkdlybuf4s50_1 137, sky130_fd_sc_hd__clkbuf_16 110, sky130_fd_sc_hd__o221ai_1 31, sky130_fd_sc_hd__a22o_1 62, sky130_fd_sc_hd__a21oi_1 46, sky130_fd_sc_hd__clkbuf_1 22
sky130_fd_sc_hd__mux2_2 5, sky130_fd_sc_hd__nor4_1 8, sky130_fd_sc_hd__nand3b_1 7, sky130_fd_sc_hd__a211o_1 23, sky130_fd_sc_hd__bufinv_16 9, sky130_fd_sc_hd__o22ai_1 55
## layer usage
metal  track usage  wire length, microns
met3         0.199                 33000
met4        0.0524                  5210
met2         0.309                 70400
met5        0.0324                   773
met1         0.234                 49600
## logic make-up after synthesis
| group | count (synthesis) | share of synthesized area |
|---|---|---|
| compound gates | 331 | 0.0542 |
| buf+inv | 226 | 0.0231 |
| flops | 1024 | 0.655 |
| mux | 632 | 0.249 |
| simple gates | 187 | 0.0194 |
## through the flow
stage	cells	total power, W	hold WS [ps]
2_1_floorplan	2400	0.00722	1580
6_report	4764	0.0130	1620
3_3_place_gp	4556	0.00784	2320
4_1_cts	4760	0.0131	1580
5_1_grt	4762	0.0134	1630
3_5_place_dp	4559	0.00785	2320
No activity file was given, so power comes from the tool's default toggle rates.
